**./run.sh**
```bash
#!/bin/bash
# OpenROAD 26Q1-2900-gdf79404cd8, Yosys 0.63+post, stock flow scripts
make -C /OpenROAD-flow-scripts/flow DESIGN_CONFIG=/design/flow/config.mk WORK_HOME=/design/flow/orfs finish
```
**./config.mk**
```make
export PLATFORM = sky130hd
export DESIGN_NAME = datapath
export DESIGN_NICKNAME = datapath
export VERILOG_FILES = /design/flow/design.v
export SDC_FILE = /design/flow/constraint.sdc
export NUM_CORES = 4
export LEC_CHECK = 1
export CORE_AREA = 10 10 70 70
export DIE_AREA = 0 0 80 80
export SYNTH_HDL_FRONTEND = slang
```
**./constraint.sdc**
```tcl
current_design datapath

set clk_period 3.1
set clk_io_pct 0.2

create_clock -name clk0 -period $clk_period [get_ports {clk}]
create_clock -name clk1 -period $clk_period [get_ports {reset}]

set non_clock_inputs [all_inputs -no_clocks]
set_input_delay [expr $clk_period * $clk_io_pct] -clock clk0 $non_clock_inputs
set_output_delay [expr $clk_period * $clk_io_pct] -clock clk0 [all_outputs]
```
**./design.v**
```verilog
`timescale 1ns/10ps
module banco_reg #(
    parameter DataWidth = 8,
    parameter NumRegs = 8
) (
    input logic clk,         
    input logic reset,       
    input logic [7:0] wd3,   
    input logic [2:0] wa3,   
    input logic we3,         
    input logic [2:0] ra1,   
    input logic [2:0] ra2,   
    output logic [7:0] rd1,   
    output logic [7:0] rd2   
);
    logic [DataWidth-1:0] regs[NumRegs];
    assign regs[0] = 0;
    assign rd1 = regs[ra1];
    assign rd2 = regs[ra2];
    always_ff @(posedge clk) begin      
        if (we3) begin
            if (wa3 != 0) begin
            regs[wa3] <= wd3;
            end else begin
                regs[0] <= regs[0];
            end
        end
    end
    always_ff @(negedge reset) begin
        if (!reset) begin
            regs <= '{default: '0};
        end
    end
endmodule
`timescale 1ns/10ps
module datapath #(
    parameter DataWidth = 8,
    parameter NumRegs = 8
) (
    input logic clk,         
    input logic reset,       
    input logic [DataWidth-1:0] wd3,   
    input logic [2:0] wa3,   
    input logic [2:0] ULAControl,   
    input logic we3,         
    input logic select_src,  
    input logic [DataWidth-1:0] constante,   
    input logic [2:0] ra1,   
    input logic [2:0] ra2,   
    output logic [DataWidth-1:0] ULAResult,   
    output logic Flag_z,  
    output logic CarryOut  
);
    wire [DataWidth-1:0] w_rd1SrcA, w_rd2, w_SrcB;
    banco_reg dut (.clk(clk), .reset(reset), .wd3(wd3), .wa3(wa3), 
    .we3(we3), .ra1(ra1), .ra2(ra2), .rd1(w_rd1SrcA), .rd2(w_rd2)
    );
    mux2 mux2(.w_rd2(w_rd2), .constante(constante), .select_src(select_src),
    .w_SrcB(w_SrcB) 
    );
    ula ula(.SrcA(w_rd1SrcA), .SrcB(w_SrcB), .ULAResult(ULAResult),
    .ULAControl(ULAControl), .Flag_z(Flag_z), .CarryOut(CarryOut));
endmodule
`timescale 1ns/10ps
module mux2 (
    input  logic [7:0] w_rd2,         
    input  logic [7:0] constante,         
    input  logic select_src,          
    output logic [7:0] w_SrcB        
);
    always_comb begin
        case (select_src)
            1'b0: w_SrcB <= w_rd2;
            1'b1: w_SrcB <= constante; 
            default: w_SrcB <= w_SrcB;
        endcase
    end
endmodule
`timescale 1ns/10ps
module ula (
    input  logic [7:0] SrcA,         
    input  logic [7:0] SrcB,         
    input  logic [2:0] ULAControl,   
    output logic [7:0] ULAResult,    
    output logic Flag_z,             
    output logic CarryOut            
);
    logic [8:0] PartialResult;
    assign CarryOut = PartialResult[8];
    assign ULAResult = PartialResult[7:0];
    always_comb begin
        case (ULAControl)
            3'b000: PartialResult = SrcA + SrcB;             
            3'b001: PartialResult = SrcA - SrcB;             
            3'b010: PartialResult = SrcA & SrcB;             
            3'b011: PartialResult = SrcA | SrcB;             
            3'b101: PartialResult = (SrcA < SrcB) ? 1 : 0;   
            default: PartialResult = 9'h00;                  
        endcase
        Flag_z = (PartialResult == 0);  
    end
endmodule
```
==> out/results.tsv <==
stage	metric	value	unit
outcome	status	finished, final reports clean	
power	internal_power	81.0	uW
detailed_routing	routed-via-count	793	
critical_path	required	2480	ps
power	ir_drop	0.0000354	V
power	clockPowerShare	0	
detailed_routing	highest_layer	met3	
critical_path	crit_top_cell	nor4_4	
critical_path	start_kind	primary input	
floorplanning	coreArea	0.00342	mm2
critical_path	path_depth	7	
logic_synthesis	ys_sh_adder	0.0234	
placed_design	gp_congestion	0.890	
worst_hold_path	min_path_type	in2out	
timing	finalHoldViolCount	0	
logic_synthesis	synth-xor-area-share	0.0164	
finish	area_growth	104	%
critical_path	cp-endpoint	Flag_z	
job	drv_cap	0	
power	swShare	0.437	
global_route	antenna_found_initial	0	
floorplanning	io_pins	42	
detailed_routing	drc	0	
global_route	grtUsageTotal	0.0674	
power	power	144	uW
placed_design	place_hpwl	1.78	mm
critical_path	critPathTopFamily	simple AND/OR/NAND/NOR gates	
logic_synthesis	syn_area	536	um2
finish	drive_above_1_share	0.481	
detailed_routing	n_antenna_cell	0	
logic_synthesis	yosys.area.top_type	nand3_1	
global_route	grt_max_degree	13	
critical_path	critPathSlowestCell	or4_4	
finish	finish.instance_area	0.00109	mm2
logic_synthesis	simple_gate_area_frac	0.451	
job	tool_warnings	49	
timing	tightest_slew	487	ps
power	p_per_area	132	mW/mm2
clocking	postCtsHoldBufs	0	
logic_synthesis	postSynthAreaPerCell	6.69	um2
logic_synthesis	topCombFamilyByArea	simple AND/OR/NAND/NOR gates	
detailed_routing	wl_per_cell	12.8	um
logic_synthesis	mux_area_frac	0.0374	
finish	seqCellArea	0	um2
detailed_routing	dr_wl_met3	106	um
logic_synthesis	ys_warn_count	112	
floorplanning	core.rowCount	21	
detailed_routing	drt_iter0_drc	37	
finish	flops	0	
critical_path	cp.arrival	2430	ps
global_route	grt_pass1_vias	756	
critical_path	cp_max_fo	3	
timing	finalSetupViolations	0	
detailed_routing	wl	2.26	mm
detailed_routing	wl_met1	1.06	mm
detailed_routing	ant_nets	0	
logic_synthesis	ys_cells	80	
critical_path	path_class	in2out	
critical_path	slowest_delay	510	ps
placed_design	place_ws	-878	ps
logic_synthesis	ys_types	39	
global_route	grt_pass1_wl	3.70	mm
power	combinationalPowerShare	1.000	
placed_design	dpl-instance-area	995	um2
logic_synthesis	top_cells_by_area	nand3_1 (5.6%), nand2_1 (5.6%), a21oi_1 (4.7%), nand2b_1 (4.7%), a211oi_1 (4.2%)	
placed_design	portBuffers	22	
detailed_routing	viasPerCell	4.48	
timing	slew_viol_final	0	
logic_synthesis	yosysChipArea	536	um2
timing	fin_ws	45.1	ps
finish	utilization	0.319	
logic_synthesis	synth_seq_share	0	
logic_synthesis	synthDominantCellAreaShare	0.0561	
power	p_leak	0.000486	uW
critical_path	crit_start	constante[6]	
power	power.switching	62.8	uW
global_route	grt.overflow.total	0	
logic_synthesis	netlist_instances	80	
worst_hold_path	holdPathStages	6	
critical_path	crit_buf_inv	2	
critical_path	critPathCaptureType	primary output	
detailed_routing	wl_met2	1.10	mm
critical_path	path_cells	clkdlybuf4s15_1 -> nor4_4 -> a211oi_1 -> o31a_1 -> or4_4 -> nor4_4 -> buf_2	
timing	maxSlewHeadroom	0.674	
floorplanning	die_area	0.00640	mm2
finish	n_clock_buffer	0	
detailed_routing	firstDrtPassIters	5	
floorplanning	fp_util	0.157	
timing	rsz0062_at_grt	true	
floorplanning	die_x	80	um
power	seq_power_share	0	
logic_synthesis	ys_sh_aoi	0.348	
floorplanning	die_y	80	um
## repair_timing
item | in CTS | in global routing
setup endpoints to repair | 8 | 7
resized | 26 | 35
pin swaps | 9 | 10
buffers inserted | 1 | 4
## layer usage
metal  vias up  GRT usage
li1        404          -
met1       369     0.0949
met2        20      0.116
met3         0    0.00455
met4         0          0
met5         -          0
## Yosys cell counts
library cell,instances
a2111oi_1,1
a211o_1,1
a211oi_1,3
a21boi_0,1
a21o_1,1
a21oi_1,5
a221oi_1,1
a31o_1,1
a31o_2,2
a31oi_1,1
and3_1,1
buf_2,2
buf_4,2
buf_6,2
clkbuf_1,1
ha_1,1
inv_1,4
mux2i_1,2
nand2_1,8
nand2b_1,4
nand3_1,6
nand4_1,1
nor2_1,5
nor3_1,3
nor3_4,1
nor3b_1,2
nor4_2,1
nor4_4,1
o21a_1,1
o21ai_0,2
o21ai_1,1
o31a_1,1
o31ai_1,2
o32ai_1,2
or2b_1,1
or3_1,2
or3b_1,2
or4_1,1
xnor2_1,1
## cells in the final DEF, fill, tap and decap left out, drive strengths merged, types with 2 or more instances in the layout
master and n:
o21ai 3, mux2i 2, a21oi 5, nand2b 4, a211oi 3, nor3b 2, nor4 2, clkdlybuf4s50 9
o31ai 2, nor2 5, a31o 3, buf 40, or3 2, nand3 6, nor3 4, inv 4
dlygate4sd2 2, o32ai 2, nand2 8, or3b 2, clkbuf 6
## final cells by class
class / instances / area [um2]
Fill cell: 372 / 2320
Multi-Input combinational cell: 69 / 551
Timing Repair Buffer: 58 / 468
Tap cell: 46 / 57.6
Inverter: 4 / 15.0
## per-stage QoR
step	setup TNS, ps	instances	hold WS, ps
6_report	0	177	1940
5_1_grt	-61.3	177	1980
3_3_place_gp	-2080	172	2430
4_1_cts	0	173	2040
3_5_place_dp	-2060	172	2440
2_1_floorplan	0	80	1330
## worst min path at each step
stage                 slack (ps)         start      to
after global routing        1980    select_src  Flag_z
final                       1940    select_src  Flag_z
after CTS                   2040  constante[6]  Flag_z
## kinds of logic after synthesis
| logic type | count (synthesis) |
|---|---|
| muxes | 2 |
| and+or+nand+nor | 39 |
| adders and majority gates | 1 |
| AOI/OAI and AO/OA | 26 |
| xor gates and xnor gates | 1 |
| buffers and inverters | 11 |
## power by group through the flow
stage | Clock [uW] | Combinational, uW | Sequential [uW]
final | 0 | 144 | 0
after global routing | 0 | 157 | 0
after CTS | 0 | 129 | 0
Power figures rest on the tool's default switching activity, not on a simulated workload.
